`design.v`:
```
`timescale 1ns / 1ps
module top_RCA(data_A, data_B, Carry_in, Sum, Carry_out);
input [7:0] data_A, data_B;
input Carry_in;
output [7:0] Sum;
output Carry_out;
wire [6:0] Carry;
full_adder fa1(data_A[0], data_B[0], Carry_in, Sum[0], Carry[0]);
full_adder fa2(data_A[1], data_B[1], Carry[0], Sum[1], Carry[1]);
full_adder fa3(data_A[2], data_B[2], Carry[1], Sum[2], Carry[2]);
full_adder fa4(data_A[3], data_B[3], Carry[2], Sum[3], Carry[3]);
full_adder fa5(data_A[4], data_B[4], Carry[3], Sum[4], Carry[4]);
full_adder fa6(data_A[5], data_B[5], Carry[4], Sum[5], Carry[5]);
full_adder fa7(data_A[6], data_B[6], Carry[5], Sum[6], Carry[6]);
full_adder fa8(data_A[7], data_B[7], Carry[6], Sum[7], Carry_out);
endmodule
module full_adder(A, B, Cin, Sum, Carry);
input A, B, Cin;
output Sum, Carry;
wire sum_h1, carry_h1, sum_h2, carry_h2;
half_adder ha1(A, B, sum_h1, carry_h1);
half_adder ha2(sum_h1, Cin, sum_h2, carry_h2);
assign Sum = sum_h2;
assign Carry = carry_h1 | carry_h2;
endmodule
module half_adder(A, B, Sum, Carry);
input A, B;
output Sum, Carry;
assign Sum = A^B;
assign Carry = A&B;
endmodule
```
`constraint.sdc`:
```
current_design top_RCA

set clk_period 7.7
set clk_io_pct 0.2

create_clock -name clk0 -period $clk_period

set non_clock_inputs [all_inputs -no_clocks]
set_input_delay [expr $clk_period * $clk_io_pct] -clock clk0 $non_clock_inputs
set_output_delay [expr $clk_period * $clk_io_pct] -clock clk0 [all_outputs]
```
`config.mk`:
```
export PLATFORM = sky130hd
export DESIGN_NAME = top_RCA
export DESIGN_NICKNAME = top_RCA
export VERILOG_FILES = /design/flow/design.v
export SDC_FILE = /design/flow/constraint.sdc
export NUM_CORES = 4
export LEC_CHECK = 1
export CORE_AREA = 10 10 70 70
export DIE_AREA = 0 0 80 80
```
`run.sh`:
```
#!/bin/bash
# OpenROAD 26Q1-2900-gdf79404cd8, Yosys 0.63+post, stock flow scripts
make -C /OpenROAD-flow-scripts/flow DESIGN_CONFIG=/design/flow/config.mk WORK_HOME=/design/flow/orfs finish
```
==> metrics.cfg <==
[timing]
slew_viol_final = 0
rsz0062_at_grt = false
max_slew.worst_pin.slew_ns = 0.0963
setup_violations = 0
fin_setup_tns_ns = 0
finalCritPeriodShare = 0.917
layout_min_cycle_time_ns = 7.06
fmax_mhz = 142
hold_viol = 0
maxSlewHeadroom = 0.936

[synth]
top_area_frac = 0.621
most_common_cell = inv_1
area_leaders = fa_1 (62%), buf_4 (23%), inv_1 (15%)
ys_types = 3
yosysChipArea_um2 = 258
syn_area_um2 = 258
synth_seq_share = 0
ys_cells = 26
ys_warn_count = 0
syn_area_per_cell_um2 = 9.91
largest_area_cell = fa_1
synth_cells = 26
top_cells_by_count = inv_1 (10), buf_4 (8), fa_1 (8)

[critical_path]
cp-end-kind = primary output
crit_arrival_ns = 5.52
worstPathRequired_ns = 6.16
crit_type = in2out
cp-start-kind = input port
path_max_fanout = 1

[outcome]
status = completed

[die]
die_h_um = 80
chip_area_um2 = 6400
die_x_um = 80
fp_util = 0.0755
coreArea_um2 = 3420
boundaryPins = 26
rows = 21

[global_routing]
grt_pass1_vias = 258
antenna_found_initial = 0
gr-total-overflow = 0
grt_first_pass_wirelength_mm = 1.27
track_usage = 0.0243
grt_max_degree = 2

[finish]
syn_to_final_growth_pct = 100
flops = 0
nClkBuffers = 0
fillers = 391
drive_gt1_frac = 0
register_area_um2 = 0
utilization = 0.151

[job]
cap_violations = 0
warnings = 32

[route]
diodes = 0
wire_per_inst_um = 8.19
drtIter0Drc = 4
num_vias = 203
drc = 0
routed_via_density = 2.26
drt_pass1_iterations = 2
routed_wl_um = 737
ant_nets = 0

[place]
hpwl_um = 742
globalplace.congestion = 0.858
portBuffers = 26

[clock_tree]
cts-hold-fix-buffers = 0
postCtsSetupBuffers = 0
cts_resized = 0

[power_and_ir_drop]
p_total_mw = 0.0349
powerDensity_nw_per_um2 = 67.8
power_leakage_nw = 0.213
peakVddDrop_uv = 23.4

[min_path]
hp-class = in2out

[power breakdown]
part / switching (mW) / leakage [nW] / total (mW) / internal, mW
Sequential: 0 / 0 / 0 / 0
Clock: 0 / 0 / 0 / 0
Combinational: 0.00898 / 0.213 / 0.0349 / 0.0259
[final cells by class]
type,count,area [um^2],area share
Multi-Input combinational cell,8,160,0.311
Timing Repair Buffer,26,260,0.505
Tap cell,46,57.6,0.112
Inverter,10,37.5,0.0728
[logic make-up after synthesis]
group | synth area share
buffers and inverters | 0.379
adders and majority gates | 0.621
[layer usage]
metal  wire length [um]  GRT usage  vias to the layer above
li1                   -          -                       96
met1                339     0.0353                       82
met2                166     0.0249                       25
met3                232     0.0239                        0
met4                  0          0                        0
met5                  0          0                        -
[layout by cell type, fill, tap and decap left out]
master,netlist,final
clkdlybuf4s50_1,0,26
inv_1,10,10
fa_1,8,8
[worst max-delay path: stages]
cell and delay (ns):
clkdlybuf4s50_1 0.40, inv_1 0.08, fa_1 0.16, inv_1 0.05, fa_1 0.37, fa_1 0.39
fa_1 0.40, fa_1 0.39, fa_1 0.39, fa_1 0.36, inv_1 0.07, fa_1 0.40
inv_1 0.06, clkdlybuf4s50_1 0.46
[stage by stage]
stage | hold slack [ns] | std cells | setup slack [ns] | instance area (um^2)
2_1_floorplan | 3.30 | 26 | 1.52 | 258
3_3_place_gp | 4.14 | 90 | 0.621 | 515
3_5_place_dp | 4.14 | 90 | 0.612 | 515
4_1_cts | 4.15 | 90 | 0.594 | 515
5_1_grt | 4.21 | 90 | 0.401 | 515
6_report | 4.14 | 90 | 0.636 | 515
[worst paths after layout]
path                  cells after the start  startpoint      to  slack (ns)
worst max-delay path                     14   data_A[0]  Sum[7]        0.64
worst min-delay path                      5   data_B[7]  Sum[7]        4.14
Power figures rest on the tool's default switching activity, not on a simulated workload.
