[flow/config.mk]
export PLATFORM = sky130hd
export DESIGN_NAME = top_trafficsignal
export DESIGN_NICKNAME = top_trafficsignal
export VERILOG_FILES = /design/flow/design.v
export SDC_FILE = /design/flow/constraint.sdc
export NUM_CORES = 4
export LEC_CHECK = 1
export CORE_UTILIZATION = 50
[flow/constraint.sdc]
current_design top_trafficsignal

set clk_period 6.4
set clk_io_pct 0.2

create_clock -name clk0 -period $clk_period [get_ports {clk}]

set non_clock_inputs [all_inputs -no_clocks]
set_input_delay [expr $clk_period * $clk_io_pct] -clock clk0 $non_clock_inputs
set_output_delay [expr $clk_period * $clk_io_pct] -clock clk0 [all_outputs]
[flow/design.v]
`timescale 1ns / 1ps
module top_trafficsignal(clk, reset, north_dir, south_dir, east_dir, west_dir, clk_out);
input clk, reset;
output logic [2:0] north_dir, south_dir, east_dir, west_dir;
output logic clk_out;  
parameter [2:0] green = 3'b001, yellow = 3'b010, red = 3'b100;  
typedef enum{north,south,east,west} current_state;  
current_state state;
logic [3:0]count;  
frequency_divider fd(clk, clk_out);  
always@(posedge clk_out)
if(reset)
    begin
        state = north;
        count = 0;
    end
else begin
    case(state)
    north: if(count < 4'b1010)begin  
            north_dir = green;
            south_dir = red;
            east_dir = red;
            west_dir = red;
            count = count +1;
            end
            else if(count >= 4'b1010 && count < 4'b1110)begin  
            north_dir = yellow;
            south_dir = red;
            east_dir = red;
            west_dir = red;
            count = count +1;
            end 
            else begin  
            state = south;
            count = 4'b0000;    
            end
    south: if(count < 4'b1010)begin
            north_dir = red;
            south_dir = green;
            east_dir = red;
            west_dir = red;
            count = count +1;
            end
            else if(count >= 4'b1010 && count < 4'b1110)begin
            north_dir = red;
            south_dir = yellow;
            east_dir = red;
            west_dir = red;
            count = count +1;
            end 
            else begin
            state = east;
            count = 4'b0000;    
            end
    east: if(count < 4'b1010)begin
            north_dir = red;
            south_dir = red;
            east_dir = green;
            west_dir = red;
            count = count +1;
            end
            else if(count >= 4'b1010 && count < 4'b1110)begin
            north_dir = red;
            south_dir = red;
            east_dir = yellow;
            west_dir = red;
            count = count +1;
            end 
            else begin
            state = west;
            count = 4'b0000;    
            end
    west: if(count < 4'b1010)begin
            north_dir = red;
            south_dir = red;
            east_dir = red;
            west_dir = green;
            count = count +1;
            end
            else if(count >= 4'b1010 && count < 4'b1110)begin
            north_dir = red;
            south_dir = red;
            east_dir = red;
            west_dir = yellow;
            count = count +1;
            end 
            else begin
            state = north;
            count = 4'b0000;    
            end                        
    endcase
end
endmodule
module frequency_divider(clock_in, clock_out);
    input clock_in;                   
    output reg clock_out;            
    reg [27:0] counter = 28'd0;
    parameter total = 28'd100000000;   
    always@(posedge clock_in)begin
        counter <= counter + 28'd1;
        if(counter >= (total-1))begin
            counter <= 28'd0;
        end
        clock_out <= (counter < total/2)?1'b1:1'b0;
        end
endmodule
[flow/run.sh]
#!/bin/bash
# OpenROAD 26Q1-2900-gdf79404cd8, Yosys 0.63+post, stock flow scripts
make -C /OpenROAD-flow-scripts/flow DESIGN_CONFIG=/design/flow/config.mk WORK_HOME=/design/flow/orfs finish
==> deck_impl_summary.md <==
Key Metrics from the Run

Critical path
  • Critical Path Stages: 1
  • Crit path largest cell delay: 0.70 ns
  • R2R Setup Slk: 3.99 ns
  • Family with the most delay on the worst path: flip-flops
  • Critical-path top delay cell: dfxtp_1
  • WP buf/inv: 1
  • Type of origin of the critical path: register
  • Critical path cell sequence: clkdlybuf4s50_1
  • Terminus of the critical flop-to-flop path: fd.counter[1]
  • Worst EP arrival: 1.55 ns
  • Last element of the critical path: clk_out
  • Reg2reg start: fd.counter[0]
  • CP max FO: 21
  • Critical Path Start: fd.clock_out
  • Worst setup EP type: output port
  • FF-to-FF path depth: 6
  • Crit path kind: register to output port
  • Required @ worst endpoint: 5.12 ns

Synth
  • Complex Gates by Area: 13.2%
  • Synth logic family: simple AND/OR/NAND/NOR gates
  • Area reported by Yosys stat: 2330 um2
  • Yosys reg bits: 49
  • Ys cells: 236
  • Cells after synthesis: 236
  • Post-Synthesis Mean Instance Area: 9.87 um2
  • Top cells by area: dfxtp_1 32%, edfxtp_1 15%, nor3_1 4.1%
  • Mux area share: 0.860%
  • XOR/XNOR Fraction of Synth Area: 4.14%
  • Main flop type: dfxtp_1
  • Simple-gate share of the synthesized area: 28.6%
  • Max-area cell share: 31.8%
  • Ys Warns: 2
  • Fraction of registers with async set or reset after synthesis: 0%
  • EDFF count, synth: 12
  • Post-synth seq share: 47.3%
  • Cell area after synthesis: 2330 um2
  • Leading area contributor after synthesis: dfxtp_1
  • Adder Area Share: 1.61%
  • Netlist cell types: 47

STA
  • Final setup viols: 0
  • Endpoints left unconstrained: 44
  • Register pins left without a clock: 20
  • Post-layout min period: 2.83 ns
  • Clock skew: 0.00471 ns
  • Final slew viol count: 0
  • Final Hold Fails: 0
  • Fin Hold WS: 0.503 ns
  • Max Clk Rate: 354 MHz
  • Worst Max-Slew Pin Slew: 0.612 ns
  • Final worst slack: 3.57 ns
  • Final cycle utilization of the critical path: 44.2%
  • Worst slew margin: 59.2%
  • Setup TNS: 0 ns
  • RSZ-0062 raised after global routing: false

Detailed routing
  • WL final: 4310 um
  • Metal1 wirelength: 2310 um
  • Uppermost layer routed: met4
  • WL met3: 209 um
  • WL/cell: 14.3 um
  • Initial DRC Count: 127
  • First drt pass iteration count: 4
  • Metal2 WL: 1770 um
  • Detail Route Antenna Nets: 0
  • Vias per cell: 5.93
  • Total number of vias: 1785
  • # diodes: 0
  • DRC violation count after routing: 0

Finish
  • Area grow syn2layout: 10.1%
  • Fin cells: 301
  • Ratio of cells with drive above 1 in the final layout: 8.43%

Clock network
  • CTS resizes: 0
  • Post-CTS setup buffer count: 0
  • Clock transition at path regs: 0.06 ns
  • Bufs on Longest Clock Path: 2
  • Clock root buffer: clkbuf_8
  • Clk latency late pin: 0.27 ns
  • Max H-tree Level: 2
  • # hold bufs at CTS: 0
  • CTS tree: built
  • CTS buffer count: 5

Floorplanning
  • Top Ports: 15
  • Die W: 70.2 um
  • Row cnt: 24
  • Die height: 70.2 um
  • Core area: 4410 um2
  • Die area: 4930 um2
  • Fp util: 52.7%

GRT
  • Maximum number of pins on one net before global-route repair: 28
  • Vias in the first global route: 1600
  • Grt total ovfl: 0
  • Initial antenna violation count: 0
  • GRT Util Overall: 19.5%
  • First-pass GRT wire length: 7510 um

Pwr
  • P_leak: 0.865 nW
  • PD cells: 149 nW/um2
  • Worst ir drop on vdd: 0.000100 V

Run status
  • Outcome: finished, final reports clean

Flow run
  • Tool Warnings: 28
  • Max-Cap Viols: 0

Placement
  • Port bufs: 14
  • Final Wtd Congestion: 0.846
  • Post-DP HPWL: 3020 um
  • # placed instances: 293
  • Worst slack at placement: 3.85 ns

Hold path
  • Worst hold path class: register to register
[worst register-to-register path: stages, from the launching register on]
cell and delay, ns:
dfxtp_1 0.43, ha_1 0.24, and2_1 0.34, nand4_4 0.16
a2111oi_4 0.67, buf_4 0.37, nor3b_1 0.10
[registers in the layout, indices dropped and copies added, names as in the netlist]
register and flops:
east_dir 3, fd.counter 28, west_dir 3, fd.clock_out 1, south_dir 3, count 4
state 4, north_dir 3
[layout make-up]
| class | count | area, um2 |
|---|---|---|
| fillers | 362 | 1850 |
| repair buffers | 17 | 163 |
| inverters | 6 | 22.5 |
| well taps | 52 | 65.1 |
| clock buffers | 8 | 80.1 |
| multi-input cells | 169 | 1130 |
| flip-flops and latches | 49 | 1100 |
[how the worst min path moves through the flow]
stage             startpoint              to  slack [ns]  depth (start not counted)
global route  fd.counter[23]  fd.counter[23]        0.55                          2
finish        fd.counter[23]  fd.counter[23]        0.50                          2
CTS           fd.counter[23]  fd.counter[23]        0.50                          2
[cells in the final DEF (no fill, tap or decap), drive strengths merged, types with 2 or more instances in the layout]
cell / count
buf: 3
clkbuf: 8
xor2: 7
and2: 3
nand2: 7
nand3b: 2
a211oi: 13
and4: 4
or3: 12
a21oi: 8
or4: 3
clkdlybuf4s50: 14
o21ai: 12
mux2i: 2
edfxtp: 12
and3: 8
nor4: 4
nand3: 11
nor3: 21
ha: 3
o31ai: 2
dfxtp: 37
xnor2: 4
inv: 6
nand4: 11
nor2: 18
[synthesized netlist by cell type, drive strengths merged, types with 4 or more instances]
library cell and n:
nor2 18, xor2 7, nor4 4, nand3 11, or3 12, nand4 11
inv 6, a211oi 13, nor3 21, clkbuf 5, and4 4, a21oi 8
edfxtp 12, nand2 7, dfxtp 37, o21ai 12, xnor2 4, buf 7
and3 8
[logic make-up after synthesis]
kind of cell / count (synthesis)
and+or+nand+nor: 110
DFF: 49
AOI/OAI and AO/OA: 42
buffers and inverters: 18
xor gates and xnor gates: 11
adders and majority gates: 3
muxes: 2
other: 1
[report_power, final]
| part | switching, W | leakage [nW] | internal (W) |
|---|---|---|---|
| logic | 0.0000142 | 0.416 | 0.0000148 |
| registers | 0.0000140 | 0.410 | 0.000201 |
| clock network | 0.0000614 | 0.0395 | 0.0000770 |
| total | 0.0000896 | 0.865 | 0.000293 |
[per-stage QoR]
step | util (%) | total power (W) | area, um2
6_report | 58.1 | 0.000382 | 2560
5_1_grt | 58.1 | 0.000403 | 2560
4_1_cts | 58.1 | 0.000386 | 2560
3_5_place_dp | 56.3 | 0.000247 | 2480
3_3_place_gp | 56.3 | 0.000245 | 2480
2_1_floorplan | - | 0.000236 | 2330
[metal layers]
| metal | up-vias | GRT usage [%] |
|---|---|---|
| li1 | 908 | - |
| met1 | 838 | 35.2 |
| met2 | 37 | 25.5 |
| met3 | 2 | 4.53 |
| met4 | 0 | 1.56 |
| met5 | - | 0 |
Power is estimated from default activity; no workload was simulated.
