==> ./run.sh <==
#!/bin/bash
# OpenROAD 26Q1-2900-gdf79404cd8, Yosys 0.63+post, stock flow scripts
make -C /OpenROAD-flow-scripts/flow DESIGN_CONFIG=/design/flow/config.mk WORK_HOME=/design/flow/orfs finish
==> ./config.mk <==
export PLATFORM = sky130hd
export DESIGN_NAME = top_Memory_RW
export DESIGN_NICKNAME = top_Memory_RW
export VERILOG_FILES = /design/flow/design.v
export SDC_FILE = /design/flow/constraint.sdc
export NUM_CORES = 4
export LEC_CHECK = 1
export CORE_UTILIZATION = 30
==> ./constraint.sdc <==
current_design top_Memory_RW

set clk_period 6.7
set clk_io_pct 0.2

create_clock -name clk0 -period $clk_period [get_ports {clk}]

set non_clock_inputs [all_inputs -no_clocks]
set_input_delay [expr $clk_period * $clk_io_pct] -clock clk0 $non_clock_inputs
set_output_delay [expr $clk_period * $clk_io_pct] -clock clk0 [all_outputs]
==> ./design.v <==
`timescale 1ns / 1ps
module top_Memory_RW(data_in, clk ,reset, we, rw, r1, r2, q1, q2);
parameter n = 32;
parameter m = 32;
input [n-1:0]data_in;  
input clk,reset, we;  
input [$clog2(m)-1:0] rw, r1, r2;  
output logic [n-1:0] q1, q2;  
logic [n-1:0]regfile[m-1:0];  
always@(posedge clk)
begin 
q1 = regfile[r1];
q2 = regfile[r2];
if(we == 1'b1)   
begin
regfile[rw]<=data_in;
end
end
endmodule
==> summary.txt <==
flow finished, numbers: outcome=finished clean, vias in the first global route=32.20k, Setup TNS Final=0 ps, GRT Total Usage=18.72%, PwrDens=260.1 nW/um^2, drt wl/cell=25.95 um, initial antenna violation count=11, crit path DRT=7030 ps, post-DP HPWL=83810 um, layout cells sized above 1=8.998%, critical setup path kind=input port to flip-flop, Ys Warns=1, min-delay src=regfile[20][10], data arrival time of the critical path=3960 ps, Routed Wire Length=151200 um, post-place setup slack=2371 ps, Flops after synth=1088, internal reg-to-reg setup slack=5020 ps, clk_skew=37.62 ps, Final setup viols=0, Slew Viols, Final=0, htree depth=3, Hold Path Class=flip-flop to flip-flop, Synth top area share=61.41%, Slew HR=29.17%, gr ovfl total=0, first-pass GRT wire length=216300 um, DRC=0, clk sinks=1088, clock buffer depth=3, clock latency (worst-skew pair)=730 ps, Vias/cell=5.329, synth-to-layout area growth=14.34%, overall die width=410.5 um, slowest cell delay on critical path=690 ps, CP delay by family, top=buffers and inverters, cell type with the largest total area=edfxtp_1, Antenna Nets Post-Route=0, Worst setup EP type=flip-flop, # Cells Yosys=3450, clock root cell=clkbuf_16, Post-Syn Instances=3450, worst-path fanout max=21, FMAX=0.2756 GHz, Slew @ Worst Pin=1060 ps, critical path's slowest cell=clkdlybuf4s50_1, final worst path period need=3628 ps, # Post-CTS Setup Buffers=0, clk slew on worst S/H paths=60 ps, Num CTS Buffers=106, Final Power=14890 uW, post-synth cell types=24, post-cts sizing count=0, Worst R2R Start=regfile[3][7], Tool Warnings=27, final hold vios=0, Peak supply drop=0.0001986 V, Synth Area per Inst=14.51 um^2, core area=165400 um^2, largest net degree at the start of global routing=100, DR vias=31.04k, die y size=410.5 um, cycle use final=54.15%, critical-path cell list=clkdlybuf4s50_1, or3b_2, nor2_4, buf_4, cts hold-fix bufs=0, drt pass-1 iters=20, number of DRC markers in iteration 0=2109, Synth area leaders=edfxtp_1 (61%), mux2i_1 (20%), a22oi_1 (2.9%), Cell Area, Synth=50070 um^2, TritonCTS clock tree=done, floorplan utilization=30.28%, Final Wtd Congestion=0.8647, Fillers=15.51k, CP bufs+invs=2, I/O Buffers=112, most frequent cells in the layout=mux2i_1 (1024), edfxtp_1 (1024), nand3_1 (194), nand2_1 (193), max_cap viols=0, RSZ-0062 raised after global routing=no, row count=149, Crit. Startpoint=rw[4], CP startpoint kind=input port, Die Footprint=168500 um^2, io pins=114, Final WS setup=3072 ps, yosys synthesis chip area=50070 um^2, LEAKAGE=0.02068 uW, Seq share, synth=63.97%
==> final cells by class <==
cell class	instances	area, um^2	area share, %
clock buffer	160	2997	5.234
antenna	1	2.502	0.004371
timing repair buffer	238	2215	3.868
clock inverter	39	489.2	0.8545
tap	2189	2739	4.784
multi-input combinational	2109	16780	29.31
sequential	1088	32030	55.95
==> registers in the layout, summed over array words and instances (netlist names) <==
signal   cells
regfile   1024
q1          32
q2          32
==> routing by layer <==
layer  vias to the layer above  wire length [um]  global-route usage, %
li1                      13777                 -                      -
met1                     15398             53000                  21.56
met2                      1560             72880                  29.80
met3                       280             19340                  10.54
met4                        22              5765                  5.932
met5                         -               173                 0.4522
==> power breakdown <==
| part | total, uW | internal [uW] | switching (uW) | leakage, uW |
|---|---|---|---|---|
| clock network | 5990 | 3410 | 2580 | 0.00168 |
| registers | 7630 | 7560 | 70.1 | 0.00976 |
| logic | 1270 | 493 | 779 | 0.00924 |
==> tightest hold or removal path: cells and delay by family (launching register included) <==
| kind | cells | cell delay [ps] |
|---|---|---|
| compound gates | 1 | 70 |
| simple gates | 2 | 130 |
| flops | 1 | 340 |
| mux | 1 | 70 |
==> final timing paths <==
check                     to  depth (start not counted)
max          regfile[16][27]                          4
min                   q2[10]                          4
max reg2reg            q1[7]                          5
min reg2reg           q2[10]                          4
==> Yosys cell counts (all sizes together) <==
cell    count
a22oi     192
nor2b       4
nand2b      4
nand2     195
and2        2
a21oi     192
edfxtp   1024
nor2       35
buf       163
a22o      128
nand3b      5
dfxtp      64
clkbuf     90
or3         1
nand3     194
mux2i    1024
nor3       64
or2         2
a31oi      64
or3b        3
==> kinds of logic after synthesis <==
group / share of synthesized area, %
simple gates: 4.593
buf+inv: 3.129
mux: 20.47
flops: 63.97
compound gates: 7.836
==> metrics by stage <==
stage | std cells | hold WS, ps | util [%] | area [um^2]
after floorplan | 3450 | 578.8 | - | 50070
after global placement | 5624 | 616.0 | 32.51 | 53760
after detailed placement | 5624 | 623.1 | 32.51 | 53760
after CTS | 5823 | 639.3 | 34.62 | 57250
after global routing | 5823 | 677.9 | 34.62 | 57250
final | 5824 | 633.1 | 34.62 | 57250
Power is estimated from default activity; no workload was simulated.
